File: flow/run.sh
#!/bin/bash
# OpenROAD 26Q1-2900-gdf79404cd8, Yosys 0.63+post, stock flow scripts
make -C /OpenROAD-flow-scripts/flow DESIGN_CONFIG=/design/flow/config.mk WORK_HOME=/design/flow/orfs finish
File: flow/config.mk
export PLATFORM = sky130hd
export DESIGN_NAME = Draw_VGA
export DESIGN_NICKNAME = Draw_VGA
export VERILOG_FILES = /design/flow/design.v
export SDC_FILE = /design/flow/constraint.sdc
export NUM_CORES = 4
export LEC_CHECK = 1
export CORE_UTILIZATION = 40
File: flow/constraint.sdc
current_design Draw_VGA

set clk_period 24.5
set clk_io_pct 0.2

create_clock -name clk0 -period $clk_period

set non_clock_inputs [all_inputs -no_clocks]
set_input_delay [expr $clk_period * $clk_io_pct] -clock clk0 $non_clock_inputs
set_output_delay [expr $clk_period * $clk_io_pct] -clock clk0 [all_outputs]
File: flow/design.v
`timescale 1ns / 1ps
module Draw_VGA(
    input [49:0] Aliens_Grid,
    input [8:0] AliensRow,
    input [9:0] AliensCol,
    input [8:0] PlayerRow,
    input [9:0] PlayerCol,
    input Clk,
    input Reset,
    input [8:0] BulletRow,
    input [9:0] BulletCol,
    input BulletExists,
	 input [9:0] CounterX,
	 input [9:0] CounterY,
	 input inDisplayArea,
	 input Reached_Bottom,
	 input Aliens_Defeated,
	 output R,
	 output G,
	 output B
    );
	parameter AlienWidth = 30;
	parameter PlayerWidth = 30;
	parameter AlienWidthSpacing = 10;
	parameter AlienHeight = 20;
	parameter PlayerHeight = 20;
	parameter AlienHeightSpacing = 10;
	parameter NumCols = 10;
	parameter BulletWidth = 4;
	parameter BulletHeight = 8;
	reg R_t, B_t;
	reg [3:0] AlienX;
	reg [3:0] AlienY;
	reg isAlien;
	reg [9:0] CounterX_t;
	reg [9:0] CounterY_t;
	assign G = ~Reached_Bottom && (CounterX >= PlayerCol) && (CounterX < (PlayerCol + PlayerWidth)) && (CounterY >= PlayerRow) 
					&& (CounterY < (PlayerRow + PlayerHeight));
	assign R = R_t;
	assign B = B_t;
	always @(*)
	begin
		if (Reset)
		begin
			R_t = 0;
			B_t = 0;
			AlienX = 0;
			AlienY = 0;
			isAlien = 0;
			CounterX_t = 10'bxxxxxxxxxx;
			CounterY_t = 10'bxxxxxxxxxx;
		end
		else if (~Reached_Bottom)
		begin
			isAlien = 0;
			AlienX = 0;
			AlienY = 0;
			CounterX_t = CounterX;
			CounterY_t = CounterY;
			R_t = 0;
			B_t = 0;
			if (CounterX_t >= AliensCol && CounterY_t >= AliensRow)
			begin
				CounterX_t = CounterX_t - AliensCol;
				CounterY_t = CounterY_t - AliensRow;
				AlienX = CounterX_t / (AlienWidth + AlienWidthSpacing);
				AlienY = CounterY_t / (AlienHeight + AlienHeightSpacing);
				CounterX_t = CounterX_t % (AlienWidth + AlienWidthSpacing);
				CounterY_t = CounterY_t % (AlienHeight + AlienHeightSpacing);
				if (CounterX_t < AlienWidth && CounterY_t < AlienHeight && Aliens_Grid[AlienY * NumCols + AlienX] && CounterX < AliensCol + 10 * (AlienWidth + AlienWidthSpacing) && CounterY < AliensRow + 5 * (AlienHeight + AlienHeightSpacing))
					R_t = 1;
			end
			if (BulletExists)
			begin
				if (CounterX >= BulletCol && CounterX < BulletCol + BulletWidth && CounterY >= BulletRow && CounterY < BulletRow + BulletHeight)
					B_t = 1;
			end
		end
		else
		begin
			R_t = 1;
		end
	end
endmodule
==> flow_summary.toml <==
# synthesis and place-and-route metrics
[routing]
drt_iter0_markers = 273
num_vias = 5974
drc = 0
drt-total-wl_mm = 15.5
first_pass_iters = 6
detail-route-antenna-nets = 0
via_per_inst = 5.46
wl_per_cell_um = 14.2

[final_layout]
final_core_util_pct = 50.8
drive_above_1_share_pct = 3.63
combGateArea_sq_um = 5440
largest_reg_flops = 1
finalNonFillerCells = 1094
syn_to_final_growth_pct = 24.8
flop_area_sq_um = 15.0
design_area_sq_um = 7360
fillers = 1384

[worst_setup_path]
cp-end-kind = "output pin"
critical_path_arrival_ns = 13.26
crit_path_max_incr_delay_ns = 0.74
critical_path_class = "input pin to output pin"
slowest_stage = "a221oi_1"
crit_required_ns = 19.60
critPathLaunchType = "input pin"
crit_fanout = 9

[grt]
grt_pass1_wl_mm = 25.6
grt_max_degree = 18
grt_pass1_vias = 5419
use_met1_pct = 30.2
antenna_found_initial = 1
track_usage_pct = 20.9
grt_use_met2_pct = 35.9
top_usage_layer = "met2"
gr-total-overflow = 0
grtUsageMet3_pct = 1.69

[synth]
ff_type = "dlxtn_1"
syn_area_sq_um = 5900
synth_flops = 1
yosys_area_sq_um = 5900
syn_inst = 794
yosysWarnings = 1
ys_async_sr_fraction_pct = 0
ys_cells = 794
area_leaders = "ha_1, xnor2_1, inv_1"
synth_area_per_cell_sq_um = 7.43
synth_cell_type_count = 86
yosysTopAreaCell = "ha_1"
synth_top_area_share_pct = 25.2
edf_count = 0

[timing]
clock.fmax_mhz = 55.1
setup_viol = 0
rsz0062_at_grt = "false"
unclocked_pins = 1
finalCritPeriodShare_pct = 74.1
drv_slew = 0
worstMarginPinSlew_ns = 0.839
untimed_endpoints = 2
final-hold-violation-count = 0
slew-limit-headroom_pct = 44.1
post-route-min-period_ns = 18.16
setup_tns_ns = 0

[power_and_ir_drop]
p_leak_uw = 0.00326
peakVddDrop_mv = 0.0539
powerDensity_nw_per_um2 = 67.5

[floorplanning]
num_rows = 44
coreArea_sq_um = 14500
fp_util_pct = 40.7
chipHeight_um = 123
die_area_sq_um = 15200
io-pin-count = 136
die_width_um = 123

[worst_hold_path]
whs_path_depth = 4
min_to = "R"
min_path_type = "input pin to output pin"
worstHoldStart = "Reached_Bottom"

[job]
tool_warnings = 42
maxCapViolCount = 0

[clock_tree]
ctsHoldBuffers = 0
ctsResizeCount = 0
post_cts.repair.setup_buffers = 0

[status]
status = "completed"

[place]
hpwl_mm = 13.8
dp.cells = 1093
gp_congestion = 0.925
port_buffers = 133
dpl_cell_area_sq_um = 7360
[routing by layer]
layer	vias to the layer above	part of all wire (%)
li1	3173	-
met2	105	47
met5	-	0
met3	4	3.7
met1	2692	49
met4	0	0.19
[critical path, delay by kind of cell]
family,cells,cell delay [ns]
compound gates,9,2.63
simple gates,11,2.21
fa+ha+maj,5,1.47
buf+inv,5,1.17
xor+xnor,1,0.62
mux,1,0.24
[cell families (layout without fill, tap and decap cells)]
logic type / after synthesis / after routing / share of synthesized area [%]
xor gates and xnor gates: 56 / 56 / 8.32
AOI/OAI and AO/OA: 250 / 250 / 30.0
latches: 1 / 1 / 0.254
and+or+nand+nor: 232 / 232 / 20.7
buffers and inverters: 108 / 223 / 7.51
muxes: 20 / 20 / 5.81
other: 0 / 1 / 0
adders and majority gates: 127 / 127 / 27.5
[stage by stage]
step                      hold WS [ns]  setup slack, ns  power, uW
final                            10.87             6.34        497
after global routing             10.92             5.49        560
after CTS                        10.90             6.28        499
after detailed placement         10.90             6.31        496
after global placement           10.90             6.46        489
after floorplan                   9.88             8.52        395
[how the worst max path moves through the flow]
stage | slack [ns] | start | to
CTS | 6.28 | CounterY[0] | R
global route | 5.49 | CounterY[0] | R
finish | 6.34 | CounterY[0] | R
[final cells by class]
class	instances	area share, %
Timing Repair Buffer	134	18.2
Tap cell	184	3.13
Multi-Input combinational cell	685	73.9
Antenna cell	1	0.0340
Sequential cell	1	0.204
Inverter	89	4.54
[cell usage after synthesis (all sizes together) (10+ instances only)]
cell and count:
o211ai 10, o21ai 56, a21o 18, inv 89, nand2b 27, nand3 25
nor2 43, nand2 38, nor3 28, o21a 11, a211oi 13, nor2b 23
mux4 10, xnor2 47, buf 11, a21oi 64, nand4 10, ha 119
[report_power, final]
part           internal [uW]  switching, uW   total, uW   leakage (uW)
logic                    222            275         497        0.00325
registers             0.0913        0.00819      0.0995     0.00000762
clock network     0.00000546              0  0.00000546  0.00000000634
total                    222            275         497        0.00326
[cell usage in the layout (no fill, tap or decap), types with 4 or more instances in the layout]
cell type,synthesis,layout
clkdlybuf4s50_1,0,133
ha_1,119,119
inv_1,87,87
a21oi_1,64,64
o21ai_0,54,54
xnor2_1,47,47
nor2_1,43,43
nand2_1,37,37
nor3_1,27,27
nand2b_1,27,27
nand3_1,25,25
nor2b_1,23,23
a21o_1,18,18
o21a_1,11,11
a211oi_1,10,10
nand4_1,10,10
xor2_1,9,9
or3_1,9,9
mux2i_1,8,8
o211ai_1,7,7
a31oi_1,7,7
a211o_1,6,6
o31ai_1,6,6
mux4_2,6,6
and2_1,5,5
o211a_1,5,5
a2111oi_0,5,5
fa_1,5,5
and3_1,4,4
o21bai_1,4,4
o31a_1,4,4
mux4_1,4,4
No activity file was given, so power comes from the tool's default toggle rates.
