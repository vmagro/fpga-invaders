==> flow/run.sh <==
#!/bin/bash
# OpenROAD 26Q1-2900-gdf79404cd8, Yosys 0.63+post, stock flow scripts
make -C /OpenROAD-flow-scripts/flow DESIGN_CONFIG=/design/flow/config.mk WORK_HOME=/design/flow/orfs finish
==> flow/config.mk <==
export PLATFORM = sky130hd
export DESIGN_NAME = Bullet
export DESIGN_NICKNAME = Bullet
export VERILOG_FILES = /design/flow/design.v
export SDC_FILE = /design/flow/constraint.sdc
export NUM_CORES = 4
export LEC_CHECK = 1
export CORE_UTILIZATION = 30
==> flow/constraint.sdc <==
current_design Bullet

set clk_period 26.7
set clk_io_pct 0.2

create_clock -name clk0 -period $clk_period [get_ports {Clk}]

set non_clock_inputs [all_inputs -no_clocks]
set_input_delay [expr $clk_period * $clk_io_pct] -clock clk0 $non_clock_inputs
set_output_delay [expr $clk_period * $clk_io_pct] -clock clk0 [all_outputs]
==> flow/design.v <==
`timescale 1ns / 1ps
module Bullet(
	input Clk,
	input Reset,
	input Bullet_Fired,
	input [8:0] Aliens_Row,
	input [9:0] Aliens_Col,
	input [8:0] Player_Row,
	input [9:0] Player_Col,
	output reg [8:0] Bullet_Row,
	output reg [9:0] Bullet_Col,
	output Aliens_Defeated,
	output Bullet_Onscreen,
	output reg [49:0] Aliens_Grid,
	output reg Bullet_Shot,
	output reg Collision
);
	reg[3:0] AlienX;
	reg[3:0] AlienY;
	reg[9:0] x_t;
	reg[9:0] y_t;
	parameter AlienWidth = 30;
	parameter PlayerWidth = 30;
	parameter AlienWidthSpacing = 10;
	parameter AlienHeight = 20;
	parameter PlayerHeight = 20;
	parameter AlienHeightSpacing = 10;
	parameter NumCols = 10;
	parameter BulletWidth = 4;
	parameter BulletHeight = 8;
	assign Bullet_Onscreen = ((Bullet_Row > 0) && (Bullet_Row < 480));
	assign Aliens_Defeated = (Aliens_Grid == 0);
	always @(posedge Clk) begin
		if (Reset || Aliens_Defeated) begin
		  Aliens_Grid <= 50'h3FFFFFFFFFFFF;
		  Bullet_Row <= 500;
		  Bullet_Col <= 350;
		  Bullet_Shot <= 0;
		  Collision <= 0;
		end
		else begin
			Bullet_Shot <= 0;
			Collision <= 0;
			if (Bullet_Fired && ~Bullet_Onscreen) begin
				Bullet_Row <= Player_Row;
				Bullet_Col <= Player_Col + PlayerWidth / 2;
				Bullet_Shot <= 1;
			end
			if (Bullet_Onscreen) begin
				Bullet_Row <= Bullet_Row - 20;
			end
			if (Bullet_Col >= Aliens_Col && Bullet_Row >= Aliens_Row) begin
				x_t = Bullet_Col + (BulletWidth / 2) - Aliens_Col;
				y_t = Bullet_Row + (BulletHeight / 2) - Aliens_Row;
				AlienX = x_t / (AlienWidth + AlienWidthSpacing);
				AlienY = y_t / (AlienHeight + AlienHeightSpacing);
				x_t = x_t % (AlienWidth + AlienWidthSpacing);
				y_t = y_t % (AlienHeight + AlienHeightSpacing);
				if (x_t < AlienWidth && y_t < AlienHeight && Aliens_Grid[AlienY * NumCols + AlienX]&& Bullet_Col < Aliens_Col + 10 * (AlienWidth + AlienWidthSpacing) && Bullet_Row < Aliens_Row + 5 * (AlienHeight + AlienHeightSpacing)) begin
					Aliens_Grid[AlienY * NumCols + AlienX] <= 0;
					Bullet_Row <= 500;
					Collision <= 1;
				end
			end
		end
	end
endmodule
==> metrics.yaml <==
status: "complete, no violations"
ant_nets: 0
cts_tree: "built"
core_um2: 25300
clock_skew_ns: 0.00772
grt_pass1_wl_mm: 38.8
end_kind: "flop"
wl_per_cell_um: 16.8
portBuffers: 113
dieWidth_um: 163
fp_util_pct: 30.7
drive_gt1_share_pct: 6.82
synthArstFlopShare_pct: 0
max_freq_mhz: 70.5
edf_count: 0
cts_root_buffer: "clkbuf_16"
rsz0062_at_grt: "no"
ys_cells: 997
post_cts_buffers: 0
cts.sinks: 71
netlist_area_um2: 7740
synthDistinctLibCells: 102
hp-class: "reg -> reg"
die_h_um: 163
grt_max_degree: 53
setup_viol: 0
tool_warnings: 41
dr_total_vias: 7883
synth-seq-cells: 71
ctsLongestPathBuffers: 2
slew_violations: 0
tightest_slew_ns: 0.930
die_area_um2: 26500
critPathKind: "in -> reg"
area_growth_pct: 22.0
ys_area_um2: 7740
yosys.stat.seqShare_pct: 18.4
cts-buffers-inserted: 9
cts.clk_slew.worst_paths_ns: 0.06
finalCritPeriodShare_pct: 53.1
vias_per_cell: 5.51
hold_buffers: 0
post_cts_resized: 0
htree_levels: 3
syn_inst: 997
drt_iter0_markers: 730
cpMaxStageDelayCell: "fa_1"
core.rowCount: 58
gp_congestion: 0.918
drc_errors: 0
ios: 114
cp-start-kind: "input pin"
overflow: 0
grt_pass1_vias: 7309
postRouteWirelength_mm: 24.0
insertion_delay_ns: 0.35
synth.avg_cell_area_um2: 7.77
crit_fanout: 21
drv_cap: 0
hpwl_mm: 18.4
ys.warnings.count: 1
grt_antenna_before_repair: 0
max_stage_delay_ns: 0.56
slew_headroom_pct: 37.6
dr.pass1.iters: 5
final-hold-violation-count: 0
crit_path_frequent_cell: "ha_1"
num_antenna_cells: 0
fin_crit_ns: 14.18
ys.flop_type: "dfxtp_1"
cp.arrival_ns: 14.35
crit_required_ns: 26.87
whs_ns: 0.510
setup_tns_ns: 0
grt_usage_pct: 18.5
## cell type report
class                      instances  area [µm²]
fill                            2615       15800
inverter                          77         292
clock inverter                     7        56.3
sequential                        71        1420
timing repair buffer             123        1210
tap                              330         413
clock buffer                       9         225
multi-input combinational        813        5830
## metal layers
metal / global-route usage [%] / vias up / part of all wire [%]
met4: 3.70 / 0 / 2.3
met2: 27.8 / 294 / 43
met3: 3.30 / 38 / 6.6
li1: - / 3893 / -
met5: 0 / - / 0
met1: 28.0 / 3658 / 48
## metrics by stage
| stage | utilization [%] | cells | cell area, µm² | worst slack (ns) |
|---|---|---|---|---|
| 6_report | 37.4 | 1430 | 9450 | 12.52 |
| 5_1_grt | 37.4 | 1430 | 9450 | 11.93 |
| 4_1_cts | 37.4 | 1430 | 9450 | 12.65 |
| 3_5_place_dp | 36.3 | 1414 | 9170 | 12.28 |
| 3_3_place_gp | 36.3 | 1414 | 9170 | 12.49 |
| 2_1_floorplan | - | 997 | 7740 | 13.76 |
## logic make-up after synthesis
family                     Yosys count  share of synthesized area (%)
muxes                               11                           2.28
and+or+nand+nor                    376                           24.2
DFF                                 71                           18.4
AOI/OAI and AO/OA                  291                           28.1
adders and majority gates           84                           14.8
xor gates and xnor gates            51                           5.95
buffers and inverters              113                           6.32
## cells in the mapped netlist, drive strengths merged, types with 7 or more instances
cell type / number / area, µm²
nor2: 119 / 447
nand2: 78 / 295
inv: 77 / 292
dfxtp: 71 / 1420
ha: 67 / 838
a21oi: 51 / 270
a31oi: 44 / 282
nand3: 36 / 180
o21ai: 35 / 179
xnor2: 34 / 298
nor3: 31 / 171
nor4: 22 / 153
clkbuf: 20 / 75.1
a21o: 18 / 135
a211oi: 17 / 148
buf: 16 / 123
xor2: 16 / 140
nand2b: 15 / 101
fa: 14 / 280
o211ai: 14 / 105
nor2b: 13 / 83.8
or2: 11 / 71.3
a211o: 9 / 88.8
o21a: 9 / 67.6
or3: 9 / 56.3
and2: 8 / 50.1
and3: 8 / 55.1
o22ai: 8 / 50.1
o221ai: 7 / 61.3
## cells in the final DEF (no fill, tap or decap), types with 6 or more instances in the layout
cell type | netlist | routed
o221ai_1 | 7 | 7
and3_1 | 7 | 7
nor2b_1 | 12 | 12
o211ai_1 | 14 | 14
a21o_1 | 18 | 18
o21a_1 | 9 | 9
a211oi_1 | 13 | 13
clkbuf_16 | 0 | 9
o21ai_0 | 31 | 31
o41ai_1 | 6 | 6
a211o_1 | 7 | 7
nor2_1 | 119 | 119
or3_1 | 9 | 9
dfxtp_1 | 71 | 71
inv_1 | 74 | 74
buf_4 | 0 | 10
o22ai_1 | 8 | 8
and2_1 | 8 | 8
nand2b_1 | 14 | 14
a31oi_1 | 43 | 43
a21oi_1 | 49 | 49
nand4_1 | 6 | 6
xor2_1 | 16 | 16
nor3_1 | 29 | 29
nand2_1 | 77 | 77
nand3_1 | 36 | 36
xnor2_1 | 34 | 34
nor4_1 | 21 | 21
clkdlybuf4s50_1 | 0 | 113
fa_1 | 14 | 14
ha_1 | 67 | 67
## worst max-delay path, delay by kind of cell
kind,cells,cell delay [ns]
buffers and inverters,6,1.22
AOI/OAI and AO/OA,10,2.80
and+or+nand+nor,12,2.91
adders and majority gates,6,1.93
xor gates and xnor gates,1,0.13
## final timing paths
path,endpoint,slack (ns),depth (start not counted),startpoint
worst max-delay path,Aliens_Grid[22],12.52,35,Aliens_Col[4]
worst min-delay path,Bullet_Row[0],0.51,2,Bullet_Row[0]
worst max register to register,Aliens_Grid[22],17.68,32,Bullet_Col[8]
worst min register to register,Bullet_Row[0],0.51,2,Bullet_Row[0]
## registers in the layout (all words and copies together), names as in the netlist
signal       count
Aliens_Grid     50
Collision        1
Bullet_Row       9
Bullet_Col      10
Bullet_Shot      1
