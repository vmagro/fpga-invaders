--- /design/flow/design.v ---
`timescale 1ns / 1ps
module Aliens(
    input Clk,
    input Reset,
	 input [49:0] Aliens_Grid,
	 input Aliens_Defeated,
    output [8:0] AliensRow,
	 output [9:0] AliensCol,
    output Reached_Bottom
    );
	 reg [8:0] AliensRow_t;
	 reg [9:0] AliensCol_t;
	 reg MovingRight;
	 reg Reached_Bottom_t;
	 reg [3:0] HorizontalMovement;
	 assign AliensRow = AliensRow_t;
	 assign AliensCol = AliensCol_t;
	 assign Reached_Bottom = Reached_Bottom_t;
	 parameter VerticalMovement = 10;
	 parameter AlienHeight = 20;
	 parameter AlienHeightSpacing = 10;	 
	 parameter Player_Row = 420;
	 always @(posedge Clk, posedge Reset)
	 begin
		if (Reset)
		begin
			AliensRow_t <= 0;
			AliensCol_t <= 10;
			MovingRight <= 1;
			Reached_Bottom_t <= 0;
			HorizontalMovement <= 2;
		end
		else if (~Reached_Bottom)
		begin
			if (MovingRight)
			begin
				AliensCol_t <= AliensCol_t + HorizontalMovement;
				if (AliensCol_t + 390 > 625)
				begin
					MovingRight <= ~MovingRight;
					AliensRow_t <= AliensRow_t + VerticalMovement;
					AliensCol_t <= AliensCol_t;
				end
			end
			else
			begin
				AliensCol_t <= AliensCol_t - HorizontalMovement;
				if (AliensCol_t < 10)
				begin
					MovingRight <= ~MovingRight;
					AliensRow_t <= AliensRow_t + VerticalMovement;
					AliensCol_t <= AliensCol_t;
				end
			end
			if ((AliensRow_t + AlienHeight * 5 + AlienHeightSpacing * 4 > Player_Row) && Aliens_Grid[49:40])
				Reached_Bottom_t <= 1;
			else if ((AliensRow_t + AlienHeight * 4 + AlienHeightSpacing * 3 > Player_Row) && Aliens_Grid[39:30])
				Reached_Bottom_t <= 1;
			else if ((AliensRow_t + AlienHeight * 3 + AlienHeightSpacing * 2 > Player_Row) && Aliens_Grid[29:20])
				Reached_Bottom_t <= 1;	
			else if ((AliensRow_t + AlienHeight * 2 + AlienHeightSpacing * 1 > Player_Row) && Aliens_Grid[19:10])
				Reached_Bottom_t <= 1;
			else if ((AliensRow_t + AlienHeight > Player_Row) && Aliens_Grid[9:0])
				Reached_Bottom_t <= 1;
			if (Aliens_Defeated)
			begin
				HorizontalMovement <= HorizontalMovement + 2;
				AliensRow_t <= 0;
				AliensCol_t <= 10;
				MovingRight <= 1;
			end
		end
	 end
endmodule
--- /design/flow/constraint.sdc ---
current_design Aliens

set clk_period 6.1
set clk_io_pct 0.2

create_clock -name clk0 -period $clk_period [get_ports {Clk}]

set non_clock_inputs [all_inputs -no_clocks]
set_input_delay [expr $clk_period * $clk_io_pct] -clock clk0 $non_clock_inputs
set_output_delay [expr $clk_period * $clk_io_pct] -clock clk0 [all_outputs]
--- /design/flow/config.mk ---
export PLATFORM = sky130hd
export DESIGN_NAME = Aliens
export DESIGN_NICKNAME = Aliens
export VERILOG_FILES = /design/flow/design.v
export SDC_FILE = /design/flow/constraint.sdc
export NUM_CORES = 4
export LEC_CHECK = 1
export CORE_AREA = 10 10 104 104
export DIE_AREA = 0 0 114 114
--- /design/flow/run.sh ---
#!/bin/bash
# OpenROAD 26Q1-2900-gdf79404cd8, Yosys 0.63+post, stock flow scripts
make -C /OpenROAD-flow-scripts/flow DESIGN_CONFIG=/design/flow/config.mk WORK_HOME=/design/flow/orfs finish
==> job_summary.md <==
### Flow metrics

| Metric | Value |
|---|---|
| Internal reg-to-reg setup slack | 3030 ps |
| RR Startpoint | HorizontalMovement[1]$_DFFE_PP1P_ |
| Worst Tran Pin Value | 731 ps |
| Worst path max stage delay | 940 ps |
| H-tree lvl count | 1 |
| Final Util | 40.5% |
| Class of the worst hold path | reg2reg |
| Routed Wire Length | 7.62 mm |
| Nature of the critical path endpoint | register |
| Slew headroom | 51.1% |
| Clock transition at the registers of the reported paths | 80 ps |
| Top Layout Cells | 70 x clkdlybuf4s50_1, 26 x nand2_1, 26 x ha_1, 20 x nor2_1 |
| Syn_area_per_cell | 8.41 sq um |
| Met1 usage | 15.7% |
| Pleak | 0.00144 uW |
| Core ar. | 8680 sq um |
| Tot Pwr | 329 uW |
| Critical hold path startpoint | HorizontalMovement[3]$_DFFE_PP0P_ |
| Commonest Layout Cell | clkdlybuf4s50_1 |
| Inserted Diodes | 0 |
| TritonRoute pass-1 iters | 4 |
| Post-Syn Area | 2690 sq um |
| Placed cell count | 486 |
| Peak VDD IR | 76.6 uV |
| Yosys Chip Area | 2690 sq um |
| Run status | complete, no violations |
| CTS resizes | 0 |
| Chip width | 114 um |
| Cell area leaders | dfrtp_1 17%, ha_1 12%, xnor2_1 4.2% |
| Post-synth ARST share | 100% |
| Overflow after GRT | 0 |
| Residual DRC | 0 |
| M2 GR Usage | 19.1% |
| CTS Buffer Depth | 2 |
| Crit path cell chain | clkdlybuf4s50_1 -> nor2b_1 -> a311oi_2 -> nand2_4 -> mux2_4 |
| MI comb area | 1990 sq um |
| Final number of hold-violating endpoints | 0 |
| Die height | 114 um |
| Post-Syn Instances | 320 |
| Clk Latency, worst-skew pair | 260 ps |
| Post-DP HPWL | 6.14 mm |
| Area leader share | 16.7% |
| ANT nets after route | 0 |
| Cell Type Count | 74 |
| CTS tree | done |
| Initial antenna violation count | 0 |
| Worst Path Required | 6250 ps |
| Via/cell ratio | 5.34 |
| Root Driver | clkbuf_8 |
| Max Clock Freq | 306 MHz |
| Worst Hold End | HorizontalMovement[3]$_DFFE_PP0P_ |
| CP startpoint kind | primary input |
| Setup repair after global routing missed its margin | no |
| Yosys stat cell total | 320 |
| Total global-route track usage | 11.5% |
| First-pass GRT wire length | 12.6 mm |
| CTS buffer count | 3 |
| Max_cap viols | 0 |
| TNS Setup | 0 ps |
| Final setup viols | 0 |
| Largest net degree at the start of global routing | 23 |
| Reg-to-reg endpoint | AliensCol_t[9]$_DFFE_PP0P_ |
| OpenROAD warning count | 38 |
| Hold Path Cell Cnt | 1 |
| Post-synth top area cell | dfrtp_1 |
| Register Area | 556 sq um |
| Num ports | 73 |
| Fp_density | 31.0% |
| Vias in the first global route | 2567 |
| Share of cells above drive strength 1 | 9.95% |
| Final tally of max-slew violations | 0 |
| CP max-delay cell | clkdlybuf4s50_1 |
| Final GP Congestion | 0.885 |
| Power Density | 93.5 nW/um^2 |
| Clock skew | 2.83 ps |
| Drt wl/cell | 15.6 um |
| Critical-path maximum fanout | 20 |
| Worst setup margin | 2830 ps |
| # hold bufs at CTS | 0 |
| Routing usage on met3 | 1.97% |
| Post-CTS setup buffer count | 0 |
| Minimum clock period | 3270 ps |
| CTS sink count | 22 |
| Final std cells w/o fill | 490 |
| Period utilisation layout | 53.6% |
| Initial DRC count | 146 |
| Ys flop type | dfrtp_1 |
| Chip Footprint | 13000 sq um |
| Post-synth EDFFs | 0 |
| Layout fillers | 883 |
| Seq share, synth | 20.7% |
| Syn-to-layout area delta | 30.8% |
| # rows | 34 |
| Port bufs | 70 |
| Vias | 2617 |
| Global route hottest layer | met2 |
| WS Path Type | in2reg |
| DP Worst Slack | 2550 ps |
| Synth Warn # | 1 |
| Crit path DAT | 3420 ps |
| #FFs+latches synth | 22 |
| Cells on worst reg2reg path | 11 |
-- worst max-delay path, delay by kind of cell --
family	cells	cell delay [ps]
AND-OR/OR-AND	1	490
buffers and inverters	1	940
multiplexers	1	330
AND/OR/NAND/NOR	2	430
-- area by class of cell --
type / instances / share of cell area (%)
clock buffers: 4 / 1.56
multi-input cells: 265 / 56.5
well taps: 108 / 3.84
flip-flops and latches: 22 / 15.8
inverters: 20 / 2.13
repair buffers: 71 / 20.1
-- how the worst max path moves through the flow --
stage                    from                         end  cells past startpoint
CTS           Aliens_Defeated  AliensCol_t[6]$_DFFE_PP0P_                      5
global route  Aliens_Defeated  AliensCol_t[6]$_DFFE_PP0P_                      5
finish        Aliens_Defeated  AliensCol_t[6]$_DFFE_PP0P_                      5
-- per-layer routing --
metal,wire length [um],part of all wire [%],vias to the layer above
met4,17,0.22,0
met3,442,5.8,2
li1,-,-,1315
met5,0,0,-
met1,3400,45,1244
met2,3770,49,56
-- cell usage after synthesis, drive strengths merged (5+ instances only) --
cell / instances
dfrtp: 18
nor3: 7
nand2: 27
inv: 20
nor2: 20
clkbuf: 7
mux2: 9
a31oi: 5
a21o: 5
nor2b: 7
o211ai: 7
mux2i: 7
or4: 7
ha: 26
nand3: 6
o21ai: 21
nor4: 11
buf: 7
xnor2: 13
a21oi: 21
-- power by group --
part	internal (uW)	switching [uW]
registers	149	6.12
logic	45.7	23.1
clock network	57.5	47.5
total	252	76.6
-- sequential cells by signal, summed over array words and instances, names as in the netlist --
name	cells
AliensCol_t	9
MovingRight	1
AliensRow_t	8
Reached_Bottom_t	1
HorizontalMovement	3
-- cell families (layout without fill, tap and decap cells) --
kind of cell / after synthesis / in the layout / share of synthesized area, %
muxes: 16 / 16 / 7.07
AOI/OAI and AO/OA: 97 / 97 / 26.8
adders and majority gates: 27 / 27 / 12.8
buffers and inverters: 34 / 95 / 5.53
xor gates and xnor gates: 17 / 17 / 5.53
and+or+nand+nor: 106 / 106 / 21.4
DFF: 22 / 22 / 20.7
other: 1 / 2 / 0.139
-- per-stage QoR --
| step | area (sq um) | hold slack [ps] |
|---|---|---|
| 4_1_cts | 3520 | 508 |
| 3_5_place_dp | 3460 | 493 |
| 3_3_place_gp | 3460 | 492 |
| 2_1_floorplan | 2690 | 462 |
| 6_report | 3520 | 510 |
| 5_1_grt | 3520 | 541 |
Power is estimated from default activity; no workload was simulated.
